`flow/design.v`:
```
module AccumulateConfigLogic(
    input clk,
    input reset,
    input [63:0] instruction,
    input [63:0] data_in,
    output reg [63:0] accumulate_result,
    output reg bp_signal  
);
    reg [31:0] capacity_counter;
    reg [31:0] sum_candidate_counter;
    reg [63:0] accumulate_config_register;
    reg accumulate_enabled;  
    wire [3:0] opcode = instruction[63:60];
    localparam CONFIG_OPCODE = 4'h1;  
    localparam ACCUMULATE_OPCODE = 4'h2;  
    localparam DISABLE_ACCUMULATION_OPCODE = 4'h3;  
    always @(posedge clk or posedge reset) begin
        if (reset) begin
            capacity_counter <= 10;  
            sum_candidate_counter <= 5;  
            accumulate_config_register <= 0;
            accumulate_result <= 0;
            bp_signal <= 0;
            accumulate_enabled <= 0;
        end else begin
            case (opcode)
                CONFIG_OPCODE: begin
                    capacity_counter <= instruction[31:0];
                    sum_candidate_counter <= instruction[59:32];
                    accumulate_config_register <= instruction;
                    accumulate_enabled <= 1;  
                    bp_signal <= 0;
                end
                ACCUMULATE_OPCODE: begin
                    if (accumulate_enabled && capacity_counter > 0 && sum_candidate_counter > 0) begin
                        accumulate_result <= accumulate_result + data_in;
                        sum_candidate_counter <= sum_candidate_counter - 1;
                        capacity_counter <= capacity_counter - 1;
                        bp_signal <= 0;
                    end else begin
                        bp_signal <= 1;  
                    end
                end
                DISABLE_ACCUMULATION_OPCODE: begin
                    accumulate_enabled <= 0;
                end
            endcase
        end
    end
endmodule
module ProcessCore(
    input clk,
    input reset,
    input [63:0] instruction,
    output reg [63:0] mem_address,
    output reg mem_read_enable,
    output reg [63:0] data_to_accumulate,
    output reg accumulate_enable,
    output reg backpressure,
    output reg [63:0] to_on_switch_buffer,
    input [63:0] from_on_switch_buffer,
    output [63:0] accumulate_result,
    output reg write_enable_swap_reg,
    input [63:0] from_accumulate_logic
);
localparam READ_MEMORY_OPCODE = 4'b0001;
localparam WRITE_SWAP_OPCODE = 4'b0010;
localparam ACCUMULATE_DATA_OPCODE = 4'b0011;
localparam READ_BUFFER_OPCODE = 4'b0100;
localparam WRITE_BUFFER_OPCODE = 4'b0101;
reg [3:0] opcode;
reg [43:0] address_field;
reg [15:0] data_field;
reg buffer_ready_flag;  
reg [63:0] swap_reg;
reg [63:0] instruction_ingress_registry;
reg [63:0] functional_config_register;
reg [31:0] SumAddress[0:15];
reg SumTag[0:15];
reg [31:0] SumCandidateCounter[0:15];
reg [63:0] SumValue[0:15];
reg [127:0] IngressBuffer [0:128];
integer i;
initial begin
    for (i = 0; i < 16; i = i + 1) begin
        SumAddress[i] = 32'h5000BF + i;  
        SumTag[i] = 1'b1;  
        SumCandidateCounter[i] = 0;  
        SumValue[i] = 0;  
    end
  for (i = 0; i < 128; i = i + 1) begin
        IngressBuffer[i] = 0;  
    end
end
wire bp_from_accumulate_logic;
AccumulateConfigLogic accumulateConfigLogic(
    .clk(clk),
    .reset(reset),
    .instruction(instruction),
    .data_in(from_accumulate_logic),
    .accumulate_result(accumulate_result),
    .bp_signal(bp_from_accumulate_logic)
);
always @(posedge clk or posedge reset) begin
    if (reset) begin
        for (i = 0; i < 16; i = i + 1) begin
            SumCandidateCounter[i] <= 0;
            SumValue[i] <= 0;
        end
        for (i = 0; i < 128; i = i + 1) begin
            IngressBuffer[i] <= 0;
        end
    end else begin
        if (accumulate_enable) begin
            SumValue[data_field[3:0]] <= SumValue[data_field[3:0]] + from_accumulate_logic;
            SumCandidateCounter[data_field[3:0]] <= SumCandidateCounter[data_field[3:0]] + 1;
        end
    end
end
always @(posedge clk or posedge reset) begin
    if (reset) begin
        mem_read_enable <= 0;
        mem_address <= 0;
        data_to_accumulate <= 0;
        accumulate_enable <= 0;
        backpressure <= 0;
        to_on_switch_buffer <= 0;
        write_enable_swap_reg <= 0;
        swap_reg <= 0;
        instruction_ingress_registry <= 0;
        functional_config_register <= 0;
        buffer_ready_flag <= 0;
    end else begin
        opcode <= instruction[63:60];
        address_field <= instruction[59:16];
        data_field <= instruction[15:0];
        case (opcode)
            READ_MEMORY_OPCODE: begin
                mem_read_enable <= 1;
                mem_address <= {address_field, 20'b0};  
            end
            WRITE_SWAP_OPCODE: begin
                write_enable_swap_reg <= 1;
                swap_reg <= from_accumulate_logic;  
            end
            ACCUMULATE_DATA_OPCODE: begin
                accumulate_enable <= 1;
                data_to_accumulate <= {48'b0, data_field};  
            end
            READ_BUFFER_OPCODE: begin  
                if (buffer_ready_flag) begin
                    to_on_switch_buffer <= {address_field, 20'b0};  
                    mem_read_enable <= 0;  
                end
            end
            WRITE_BUFFER_OPCODE: begin  
                if (!buffer_ready_flag) begin
                    to_on_switch_buffer <= {48'b0, data_field};  
                end
            end
            default: begin
                mem_read_enable <= 0;
                write_enable_swap_reg <= 0;
                accumulate_enable <= 0;
            end
        endcase
        backpressure <= bp_from_accumulate_logic;
    end
end
endmodule
```
`flow/run.sh`:
```
#!/bin/bash
# OpenROAD 26Q1-2900-gdf79404cd8, Yosys 0.63+post, stock flow scripts
make -C /OpenROAD-flow-scripts/flow DESIGN_CONFIG=/design/flow/config.mk WORK_HOME=/design/flow/orfs finish
```
`flow/config.mk`:
```
export PLATFORM = sky130hd
export DESIGN_NAME = ProcessCore
export DESIGN_NICKNAME = ProcessCore
export VERILOG_FILES = /design/flow/design.v
export SDC_FILE = /design/flow/constraint.sdc
export NUM_CORES = 4
export LEC_CHECK = 1
export CORE_UTILIZATION = 40
```
`flow/constraint.sdc`:
```
current_design ProcessCore

set clk_period 15.5
set clk_io_pct 0.2

create_clock -name clk0 -period $clk_period [get_ports {clk}]

set non_clock_inputs [all_inputs -no_clocks]
set_input_delay [expr $clk_period * $clk_io_pct] -clock clk0 $non_clock_inputs
set_output_delay [expr $clk_period * $clk_io_pct] -clock clk0 [all_outputs]
```
==> results.yml <==
# implementation run metrics
status:
  status: "completed"
die:
  fp-utilization_pct: 40.49
  die-width_um: 199.8
  ioPinCount: 454
  coreArea_um2: 38650
  chip_area_um2: 39920
  rows: 72
  die_h_um: 199.8
setup_path:
  slowest_stage: "o31ai_1"
  cp.arrival_ns: 7.06
  rr_endpoint: "accumulateConfigLogic.accumulate_result[60]"
  critPathMaxStageDelay_ns: 0.63
  timing.reg2reg.setup_slack_ns: 11.56
  cp.required_ns: 16.00
  worstPathMaxFanout: 5
  ff2ff_path_depth: 13
  r2r_start: "accumulateConfigLogic.accumulate_result[0]"
  worstPathCellList: "clkdlybuf4s50_1 -> ha_1 -> inv_1 -> fa_1 -> nor2b_1 -> o2111ai_1 -> nand4b_1 -> a31oi_1 -> o31ai_1 -> a21oi_1 -> o21ai_1 -> a21oi_1 -> or4_1 -> nand3_1"
  cp-endpoint: "accumulateConfigLogic.accumulate_result[60]"
  worstSetupEndpointType: "flop"
  critPathKind: "in -> reg"
  cpMostUsedCell: "a21oi_1"
  startpoint: "from_accumulate_logic[0]"
  crit_path_start_kind: "primary input"
power:
  ir_drop_mv: 0.1118
  power.density_nw_per_um2: 162.5
  p_leak_nw: 8.111
route:
  detail-route-antenna-nets: 0
  vias: 12300
  wl_per_cell_um: 16.88
  dr.first_iter.drc_count: 576
  wl_um: 40180
  first_pass_iters: 5
  drc_errors: 0
  viasPerCell: 5.167
global_route:
  overflow: 0
  grt_usage_pct: 21.00
  grt_pass1_wl_um: 63810
  antenna_found_initial: 5
  grt_pass1_vias: 11910
  grt_max_degree: 80
cts:
  root_buffer: "clkbuf_16"
  cts_setup_buffers: 0
  post_cts_resized: 0
  clock_sinks: 274
  ctsHoldBuffers: 0
  clkLatencyLatePin_ns: 0.57
  cts_buffers: 31
  clockBufferDepth: 3
  clk_pin_slew_ns: 0.06
  cts_tree: "yes"
  htreeDepth: 1
logic_synthesis:
  ys_seq_share_pct: 45.89
  syn_inst: 1596
  synth-async-reset-ratio_pct: 76.64
  synthFlopType: "dfrtp_1"
  ys_cells: 1596
  netlist-cell-type-count: 73
  ys_warn_count: 5
  synthesis.area_um2: 15650
  ys.flops: 274
  yosys.stat.chipArea_um2: 15650
  synth-edff-count: 64
  avgSynthCellArea_um2: 9.805
finish:
  top_register: "accumulateConfigLogic.accumulate_result"
  final_layout_size_suffix_gt1_share_pct: 9.511
  mostFrequentLayoutCell: "clkdlybuf4s50_1"
  final_util_pct: 50.51
  most-common-layout-cells: "clkdlybuf4s50_1 (273), dfrtp_1 (206), nand2_1 (153), a21oi_1 (142), o21ai_0 (123)"
  synthToLayoutAreaGrowth_pct: 24.74
  largest_register_ffs: 64
  nFillCells: 3493
  largestRegisters: "accumulateConfigLogic.accumulate_result (64), address_field (44), mem_address (44)"
  instances_no_fill: 2380
  design_area_um2: 19520
sta:
  finalSetupViolations: 0
  timing.fmax_ghz: 0.1525
  tns_ns: 0
  max_slew_margin_pct: 48.15
  drv_slew: 0
  max_slew.worst_pin.slew_ns: 0.7755
  hold_viol_final: 0
  timing.hold.ws_ns: 0.3872
  period_used_pct: 42.32
  post-route-min-period_ns: 6.559
  rsz0062_at_grt: "no"
  fin_skew_ns: 0.01319
hold_path:
  holdCritPathClass: "reg -> reg"
run:
  tool_warnings: 91
  maxCapViolCount: 0
place:
  dp_hpwl_um: 28910
  placed_cell_area_um2: 18390
  place_congestion: 0.8917
  portBuffers: 273
  dp.cells: 2322
-- final cells by class --
type                            count  area, µm²  share of cell area, %
Antenna cell                        1      2.502                0.01282
Clock buffer                       40      839.6                  4.301
Clock inverter                     17      292.8                  1.500
Inverter                           26      105.1                 0.5384
Multi-Input combinational cell   1213       7582                  38.84
Sequential cell                   274       7182                  36.79
Tap cell                          518      648.1                  3.320
Timing Repair Buffer              291       2868                  14.69
-- cell usage after synthesis, types with 6 or more instances --
master | n | area (µm²)
dfrtp_1 | 206 | 5155
nand2_1 | 153 | 574.3
a21oi_1 | 142 | 710.7
o21ai_0 | 123 | 615.6
buf_4 | 117 | 878.3
mux2_2 | 79 | 889.6
nor2_1 | 78 | 292.8
ha_1 | 67 | 838.3
edfxtp_1 | 64 | 1922
clkbuf_1 | 55 | 206.5
nand3_1 | 45 | 225.2
a21o_1 | 42 | 315.3
xnor2_1 | 36 | 315.3
nor3_1 | 30 | 150.1
o22ai_1 | 27 | 168.9
xor2_1 | 27 | 236.5
inv_1 | 26 | 97.59
o21ai_1 | 26 | 130.1
nand4_1 | 23 | 143.9
buf_2 | 17 | 85.08
or3_1 | 15 | 93.84
nor4_1 | 13 | 81.33
a31oi_1 | 12 | 75.07
o21a_1 | 12 | 90.09
nand2b_1 | 10 | 62.56
nor3b_1 | 10 | 75.07
o21bai_1 | 10 | 75.07
o31ai_1 | 9 | 67.56
a211oi_1 | 8 | 60.06
a22oi_1 | 6 | 45.04
and3_1 | 6 | 37.54
o211ai_1 | 6 | 45.04
-- critical path: cells and delay by family --
kind            cells  cell delay [ns]
buf+inv             2             0.55
fa+ha+maj           2             0.58
simple gates        4             0.97
compound gates      6             1.85
-- metal layers --
layer | wire [µm] | track usage (%) | vias to the layer above
li1 | - | - | 6063
met4 | 551 | 2.799 | 8
met1 | 18140 | 32.21 | 5843
met3 | 3053 | 5.193 | 49
met5 | 53 | 0 | -
met2 | 18380 | 32.03 | 335
-- worst min path at each step --
stage / from / endpoint / slack, ns / depth (start not counted)
finish: accumulateConfigLogic.bp_signal / backpressure / 0.39 / 0
CTS: accumulateConfigLogic.bp_signal / backpressure / 0.39 / 0
global route: accumulateConfigLogic.bp_signal / backpressure / 0.41 / 0
-- report_power, final --
part | total, W | leakage (nW) | switching, W | internal, W
Sequential | 0.00110 | 3.19 | 0.000160 | 0.000940
Clock | 0.000816 | 0.548 | 0.000303 | 0.000513
Combinational | 0.00126 | 4.38 | 0.000584 | 0.000671
Total | 0.00317 | 8.11 | 0.00105 | 0.00212
-- cells by family after synthesis --
group | Yosys count | share of synthesized area (%)
buf+inv | 224 | 8.555
mux | 81 | 5.813
xor+xnor | 63 | 3.526
other cells | 1 | 0.02396
compound gates | 463 | 17.68
fa+ha+maj | 68 | 5.485
flops | 274 | 45.89
simple gates | 422 | 13.02
-- through the flow --
stage	total power [W]	setup WS, ns
floorplan	0.001841	4.966
global placement	0.002354	8.398
detailed placement	0.002359	8.443
CTS	0.003205	9.029
global route	0.003420	8.817
finish	0.003172	8.941
Power and IR drop assume default switching activity.
